$ cat flow/run.sh
#!/bin/bash
# OpenROAD 26Q1-2900-gdf79404cd8, Yosys 0.63+post, stock flow scripts
make -C /OpenROAD-flow-scripts/flow DESIGN_CONFIG=/design/flow/config.mk WORK_HOME=/design/flow/orfs finish
$ cat flow/config.mk
export PLATFORM = sky130hd
export DESIGN_NAME = Register_File
export DESIGN_NICKNAME = Register_File
export VERILOG_FILES = /design/flow/design.v
export SDC_FILE = /design/flow/constraint.sdc
export NUM_CORES = 4
export LEC_CHECK = 1
export CORE_UTILIZATION = 50
$ cat flow/constraint.sdc
current_design Register_File

set clk_period 2.0
set clk_io_pct 0.2

create_clock -name clk0 -period $clk_period [get_ports {clk}]

set non_clock_inputs [all_inputs -no_clocks]
set_input_delay [expr $clk_period * $clk_io_pct] -clock clk0 $non_clock_inputs
set_output_delay [expr $clk_period * $clk_io_pct] -clock clk0 [all_outputs]
$ cat flow/design.v
module Register_File(A1, A2, A3, WD3, clk, reset, WE3, RD1, RD2);
    input [4:0] A1, A2, A3;  
    input clk, reset, WE3;  
    input [31:0] WD3;
    output [3:0] RD1, RD2;
    reg [31:0] register[31:0];
    assign RD1 = (reset == 1'b1) ? 32'd0 : register[A1];
    assign RD2 = (reset == 1'b1) ? 32'd0 : register[A2];
    always @(negedge clk) begin
        if((WE3 == 1'b1) & (A3 != 5'h00)) begin
            register[A3] <= WD3;
        end
    end
endmodule                                                                                                   
==> flow_metrics.tcl <==
# flow metrics
set metrics [dict create \
    status "finished, violations left" \
    violations "negative setup slack" \
    htree_num_levels 4 \
    power.share.clock_pct 50.9 \
    hp-class "in2reg" \
    wl_met2_um 7270 \
    synthCells 331 \
    crit_path_start_kind "flop" \
    clk_path_buf_depth 2 \
    setup_viol 84 \
    compound_area_share_pct 3.45 \
    largest_register_ffs 128 \
    clock-sinks 128 \
    end_kind "primary output" \
    pwr-share-comb_pct 9.4 \
    rsz0062_at_grt "true" \
    ys_area_um2 6310 \
    ys_cells 331 \
    maxCapViolations 0 \
    top_layer "met4" \
    drc_errors 0 \
    synth_area_per_cell_um2 19.1 \
    worstPathRequired_ns 1.60 \
    overflow 0 \
    max-vdd-ir-drop_uv 721 \
    area_growth_pct 37.4 \
    setup_ws_ns -1.42 \
    warning_count 184 \
    cts_tree "done" \
    critPathSlowestCell "mux4_2" \
    grt_start_max_net_pins 33 \
    drive_above_1_share_pct 39.8 \
    worst-path-buf-inv 1 \
    adder_share_pct 0 \
    ioPinCount 58 \
    dr.pass1.iters 4 \
    internal-power_mw 5.55 \
    swShare_pct 27.5 \
    final_antenna_net_count 0 \
    mux_share_pct 26.3 \
    seq_power_share_pct 39.6 \
    cts.reportedPaths.clkPinSlew_ns 0.03 \
    worstPathArrival_ns 3.02 \
    power.density_nw_per_um2 883 \
    initCoreUtil_pct 51.9 \
    synth_cell_types 33 \
    top_regs "register: 128 flops" \
    power.static_leakage_nw 3.43 \
    grt_pass1_vias 4774 \
    crit_family "multiplexers" \
    drt-met1-wl_um 5930 \
    synth_area_um2 6310 \
    wl_per_cell_um 21.0 \
    core_area_um2 12200 \
    power_switching_mw 2.10 \
    yosys_warnings 1 \
    grt_use_total_pct 29.4 \
    vias_per_cell 5.51 \
    hpwlAfterDp_um 10900 \
    die_x_um 114 \
    path_cells "mux4_2 > a22oi_2 > nand3_1 > and3_1 > buf_2" \
    placementRows 40 \
    slowest_delay_ns 0.49 \
    edf_count 128 \
    regMostFlops "register" \
    numCtsBuffers 17 \
    postSynthSeqShare_pct 60.9 \
    hold_viol_final 0 \
    grt_first_pass_wirelength_um 24300 \
    cts_root_buf "clkbuf_16" \
    dr_wl_met3_um 2120 \
    finalPower_mw 7.65 \
    cts_hold_buf 0 \
    die_h_um 114 \
    drt_first_iter_violations 220 \
    netlist_logic_family_top "multiplexers" \
    synth_flop_count 128 \
    die_area_um2 13100 \
    path_class "reg2out" \
    place.gp.congestion 0.901 \
    routed_wl_um 15500 \
    crit_fanout 2 \
    xor_area_share_pct 0 \
    setup-tns-final_ns -16.21 \
    antenna_found_initial 0 \
    simple_gate_area_share_pct 5.67 \
    vias 4069 \
    io_buffers 29 \
    async_reset_ff_share_pct 0 \
    synth-main-ff-cell "edfxtp_1" \
    diodes 0 \
    finalMaxSlewViolations 0 \
]
metal layers:
metal / track usage, % / up-vias
met5: 0 / -
met4: 8.83 / 0
met3: 21.0 / 17
met2: 39.6 / 220
met1: 41.7 / 1952
li1: - / 1880
tightest hold or removal path: stages:
cell	delay (ns)
buf_6	0.11
or3_4	0.18
nor2_4	0.07
power groups by stage:
stage                 clock network [mW]  registers, mW  logic (mW)
final                               3.90           3.03       0.722
after global routing                4.31           3.03       0.775
after CTS                           4.00           3.03       0.715
cell type report:
class                           instances  area [um2]
Fill cell                             779        3490
Timing Repair Buffer                   99         966
Clock inverter                        143         619
Clock buffer                           17         425
Multi-Input combinational cell        183        2600
Sequential cell                       128        3840
Tap cell                              168         210
synth_stat cells (all sizes together) (5+ instances only):
cell type | number | share of area, %
edfxtp | 128 | 61
nand2 | 5 | 0.30
buf | 18 | 3.0
mux4 | 64 | 24
nand3b | 5 | 0.60
a22oi | 5 | 0.67
nor2 | 35 | 2.1
mux2i | 15 | 2.4
nand3 | 10 | 0.79
a21oi | 6 | 0.48
placed cells by master (no fill, tap or decap), drive strengths merged, types with 4 or more instances in the layout:
cell type and n:
a211o 4, a21oi 6, a22oi 5, a41oi 4
buf 86, clkbuf 17, clkdlybuf4s50 13, conb 4
edfxtp 128, inv 137, mux2i 15, mux4 64
nand2 5, nand3 10, nand3b 5, nor2 35
nor2b 4, o22ai 4, or3b 4
logic make-up (layout without fill, tap and decap cells):
kind of cell,after synthesis,in the layout
and+or+nand+nor,71,71
buffers and inverters,23,259
DFF,128,128
AOI/OAI and AO/OA,29,29
muxes,79,79
other,1,4
final timing paths:
kind	from	endpoint	slack [ns]	depth (start not counted)
worst max-delay path	register[20][1]	RD1[1]	-1.42	5
worst min-delay path	A3[2]	register[3][3]	1.48	3
through the flow:
stage / area [um2] / instances / utilization, % / hold WS (ns) / setup slack (ns)
2_1_floorplan: 6520 / 334 / - / 0.831 / -0.621
3_3_place_gp: 7390 / 577 / 60.8 / 2.03 / -1.36
3_5_place_dp: 7390 / 577 / 60.8 / 2.04 / -1.33
4_1_cts: 8600 / 738 / 70.7 / 1.44 / -1.47
5_1_grt: 8670 / 738 / 71.3 / 1.46 / -1.54
6_report: 8670 / 738 / 71.3 / 1.48 / -1.42
repair_timing:
action / in CTS / in global routing
endpoints found under the hold margin: 0 / 0
pin swaps: 30 / 11
buffers inserted: 4 / 0
endpoints found under the setup margin: 132 / 99
resized: 88 / 13
Power and IR drop assume default switching activity.
