### /design/flow/design.v
module Flags_ALU(A, B, ctrl, Result, Z, N, C, V);
  input [31:0] A, B;
  input [2:0] ctrl;
  output [31:0] Result;
  output Z,N,C,V;
  wire [31:0] A_and_B, A_or_B, B_not, A_sum_B;
  wire [31:0] S1;
  wire [31:0] not_Result;
  wire Cout, xor_A_Sum, xnor_A_B_ctrl0, ctrl1_not;
  assign A_and_B = A & B;
  assign A_or_B = A | B;
  assign B_not = ~B;
  assign S1 = (ctrl[0] == 1'b1) ? B_not : B;
  assign {Cout, A_sum_B} = A + S1 + ctrl[0];
  assign Result = (ctrl[1:0] == 2'b00) ? A_sum_B :
                  (ctrl[1:0] == 2'b01) ? A_sum_B :
                  (ctrl[1:0] == 2'b10) ? A_and_B : A_or_B;
  assign not_Result = ~Result;
  assign Z = &(not_Result);
  assign N = Result[31];
  assign ctrl1_not = (~ctrl[1]);
  assign C = ctrl1_not & Cout;
  assign xor_A_Sum = A_sum_B[31] ^ A[31];
  assign xnor_A_B_ctrl0 = ~(A[31] ^ B[31] ^ ctrl[0]);
  assign V = ctrl1_not & xor_A_Sum & xnor_A_B_ctrl0;
endmodule
### /design/flow/run.sh
#!/bin/bash
# OpenROAD 26Q1-2900-gdf79404cd8, Yosys 0.63+post, stock flow scripts
make -C /OpenROAD-flow-scripts/flow DESIGN_CONFIG=/design/flow/config.mk WORK_HOME=/design/flow/orfs finish
### /design/flow/config.mk
export PLATFORM = sky130hd
export DESIGN_NAME = Flags_ALU
export DESIGN_NICKNAME = Flags_ALU
export VERILOG_FILES = /design/flow/design.v
export SDC_FILE = /design/flow/constraint.sdc
export NUM_CORES = 4
export LEC_CHECK = 1
export CORE_UTILIZATION = 50
### /design/flow/constraint.sdc
current_design Flags_ALU

set clk_period 16.0
set clk_io_pct 0.2

create_clock -name clk0 -period $clk_period

set non_clock_inputs [all_inputs -no_clocks]
set_input_delay [expr $clk_period * $clk_io_pct] -clock clk0 $non_clock_inputs
set_output_delay [expr $clk_period * $clk_io_pct] -clock clk0 [all_outputs]
==> summary.txt <==
flow finished, numbers: Ports 103, P&R area growth vs syn 33.0%, flop count 0, Post-synth seq share 0%, Commonest Layout Cell clkdlybuf4s50_1, postcts setup bufs 0, GRT Util Overall 27.1%, Tool Warnings 37, CP Cell Sequence buf_2 -> buf_4 -> xor2_1 -> inv_1 -> fa_1 -> nor2b_4 -> o311ai_1 -> a21boi_0 -> o31ai_1 -> or4_1 -> or4b_1 -> nor4b_2 -> o2111ai_1 -> and4b_1 -> clkdlybuf4s50_1, slowest CP cell or4_1, Worst Hold Launch ctrl[1], RSZ-0062 raised after global routing false, hold endpoint Result[8], Final Cycle Share 69.5%, fin crit period 11.12 ns, Pins Over Slew Limit 0, proportion of layout cells with a drive suffix above 1 3.36%, First-pass DRT Iterations 5, Fillers 517, Max transition margin 54.9%, vias in the first global route 3025, Clock Buffer Count 0, max incr delay on CP 0.56 ns, gr ovfl total 0, Final Hold Viols 0, Avg WL per Cell 14.5 um, status complete, no violations, Max VDD drop 32.2 uV, Stages on worst setup path 15, Ant. Diodes 0, HPWL Detailed 7120 um, Worst Path Required 12.80 ns, setup TNS 0 ns, Fmax 0.0900 GHz, Flop area 0 um^2, via-per-instance ratio 5.96, row cnt 28, ys cells 454, Residual DRC 0, crit path max fanout 38, pin slew with the least headroom to its limit 0.668 ns, Synthesis Warnings 0, Logic area 2940 um^2, mapped cell area 3100 um^2, core box area 5960 um^2, fp util 52.0%, initial antenna violation count 0, area share, top type 14.1%, final cell count without fillers 610, total leakage power 1.65 nW, Max Cap Viol 0, P per Cell Area 48.5 nW/um^2, GP Congestion 0.939, crit path kind primary input to output port, yosys stat chip area 3100 um^2, largest net degree at the start of global routing 57, Die H 80.7 um, DP Cell Count 610, cell taking the most area after synthesis ha_1, Die X 80.7 um, Mean Syn Cell Area 6.83 um^2, Worst Path Buf+Inv 4, CP top delay family simple AND/OR/NAND/NOR gates, Min-Delay Path Class primary input to output port, Final ANT Viol Nets 0, port buffer count 102, First DRT Iteration DRCs 219, hold path depth 5, Detailed Route WL 8830 um, final setup fails 0, most frequent cells in the layout 100 x clkdlybuf4s50_1, 56 x nand2_1, 38 x xor2_1, 35 x a21oi_1, 35 x ha_1, CP endpoint kind output port, Die Area 6520 um^2, Unique cell types 66, Hold-fix buffers, CTS 0, via count 3635, Top cells by area ha_1 14%, xor2_1 11%, maj3_1 7.1%, CTS resizes 0, cells after synthesis 454, Worst Path Arrival 7.92 ns, first-pass GRT wire length 14100 um, Setup crit start kind primary input
[per-stage QoR]
stage	total power [W]	instance area (um^2)	hold WS [ns]	setup WS [ns]	util, %
6_report	0.000200	4120	7.39	4.88	69.2
5_1_grt	0.000222	4120	7.47	4.62	69.2
4_1_cts	0.000199	4120	7.40	4.86	69.2
3_5_place_dp	0.000197	4120	7.40	4.89	69.2
3_3_place_gp	0.000196	4120	7.39	4.88	69.2
2_1_floorplan	0.000122	3100	6.50	5.42	-
[synthesized netlist by cell type (4+ instances only)]
| cell | instances |
|---|---|
| and3_1 | 4 |
| buf_1 | 4 |
| nand2_1 | 56 |
| nor2b_1 | 7 |
| xnor2_1 | 5 |
| o211a_1 | 4 |
| maj3_1 | 22 |
| inv_1 | 14 |
| xor2_1 | 38 |
| a2111o_1 | 4 |
| or3_1 | 5 |
| nand3_1 | 9 |
| a21oi_1 | 35 |
| nor2_1 | 31 |
| clkbuf_1 | 17 |
| o21a_1 | 8 |
| a31oi_1 | 8 |
| nor4_1 | 8 |
| and4_1 | 5 |
| nand4_1 | 8 |
| o21ai_1 | 4 |
| ha_1 | 35 |
| o31ai_1 | 9 |
| o2111ai_1 | 4 |
| nor3_1 | 10 |
| a21o_1 | 5 |
| o31a_1 | 4 |
| o21ai_0 | 33 |
[layout make-up]
cell class,instances,area share [%]
multi-input combinational,416,71.4
tap,75,2.28
timing repair buffer,104,24.9
inverter,15,1.40
[how the worst max path moves through the flow]
stage | from | endpoint | slack, ns
finish | ctrl[0] | Z | 4.88
global route | ctrl[0] | Z | 4.62
CTS | ctrl[0] | Z | 4.86
[routing by layer]
layer	vias to the layer above	GRT usage, %	wire (um)
li1	1886	-	-
met2	111	44.2	3940
met4	0	2.86	66
met5	-	0	0
met3	8	0.912	385
met1	1630	40.9	4440
[logic make-up after synthesis]
| logic type | synth area share [%] |
|---|---|
| and+or+nand+nor | 25.2 |
| AOI/OAI and AO/OA | 33.6 |
| adders and majority gates | 22.6 |
| xor gates and xnor gates | 12.2 |
| buffers and inverters | 5.01 |
| muxes | 1.41 |
[power by group]
group          internal, W  total [W]  switching (W)
sequential               0          0              0
clock                    0          0              0
combinational     0.000101   0.000200      0.0000994
No activity file was given, so power comes from the tool's default toggle rates.
